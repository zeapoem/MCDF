==> /design/flow/config.mk <==
export PLATFORM = sky130hd
export DESIGN_NAME = arbiter
export DESIGN_NICKNAME = arbiter
export VERILOG_FILES = /design/flow/design.v
export SDC_FILE = /design/flow/constraint.sdc
export NUM_CORES = 4
export LEC_CHECK = 1
export CORE_AREA = 10 10 76 76
export DIE_AREA = 0 0 86 86
==> /design/flow/constraint.sdc <==
current_design arbiter

set clk_period 4.5
set clk_io_pct 0.2

create_clock -name clk0 -period $clk_period

set non_clock_inputs [all_inputs -no_clocks]
set_input_delay [expr $clk_period * $clk_io_pct] -clock clk0 $non_clock_inputs
set_output_delay [expr $clk_period * $clk_io_pct] -clock clk0 [all_outputs]
==> /design/flow/design.v <==
module arbiter (
    clk,
    rst_n,
    arb_ch0_priority,
    arb_ch1_priority,
    arb_ch2_priority,
    arb_uplink_valid0,
    arb_uplink_valid1,
    arb_uplink_valid2,
    arb_downlink_valid,
    arb_ch0_data_in,
    arb_ch1_data_in,
    arb_ch2_data_in,
    arb_downlink_ready,
    arb_uplink_ready0,
    arb_uplink_ready1,
    arb_uplink_ready2,
    arb_ch_chosen,
    arb_data_out);
    parameter FIFO_WIDE = 6'b10_0000;     
    parameter CH0 = 2'b00;
    parameter CH1 = 2'b01;
    parameter CH2 = 2'b10;
    input clk;
    input rst_n;
    input [1 : 0] arb_ch0_priority;
    input [1 : 0] arb_ch1_priority;
    input [1 : 0] arb_ch2_priority;
    input arb_uplink_valid0;
    input arb_uplink_valid1;
    input arb_uplink_valid2;
    input arb_downlink_valid;
    input [FIFO_WIDE - 1 : 0] arb_ch0_data_in;
    input [FIFO_WIDE - 1 : 0] arb_ch1_data_in;
    input [FIFO_WIDE - 1 : 0] arb_ch2_data_in;
    output arb_uplink_ready0;
    output arb_uplink_ready1;
    output arb_uplink_ready2;
    output arb_downlink_ready;
    output [1 : 0] arb_ch_chosen;
    output [FIFO_WIDE - 1 : 0] arb_data_out;
    wire clk;
    wire rst_n;
    wire [1 : 0] arb_ch0_priority;
    wire [1 : 0] arb_ch1_priority;
    wire [1 : 0] arb_ch2_priority;
    wire arb_uplink_valid0;
    wire arb_uplink_valid1;
    wire arb_uplink_valid2;
    wire arb_downlink_valid;
    wire [FIFO_WIDE - 1 : 0] arb_ch0_data_in;
    wire [FIFO_WIDE - 1 : 0] arb_ch1_data_in;
    wire [FIFO_WIDE - 1 : 0] arb_ch2_data_in;
    wire arb_uplink_ready0;
    wire arb_uplink_ready1;
    wire arb_uplink_ready2;
    wire arb_downlink_ready;
    reg [1 : 0] arb_ch_chosen;
    wire [FIFO_WIDE - 1 : 0] arb_data_out;
    always @(rst_n or arb_uplink_valid2 or arb_uplink_valid1 or arb_uplink_valid0 or
        arb_ch2_priority or arb_ch1_priority or arb_ch0_priority) begin
        if (!rst_n) arb_ch_chosen = 2'b11;
        else 
        case ({arb_uplink_valid2, arb_uplink_valid1, arb_uplink_valid0})
            3'b001 : arb_ch_chosen = CH0;
            3'b010 : arb_ch_chosen = CH1;
            3'b100 : arb_ch_chosen = CH2;
            3'b011 : if(arb_ch1_priority >= arb_ch0_priority) arb_ch_chosen = CH0;
                     else arb_ch_chosen = CH1;
            3'b101 : if(arb_ch0_priority >= arb_ch2_priority) arb_ch_chosen = CH2;
                     else arb_ch_chosen = CH0;
            3'b110 : if(arb_ch2_priority >= arb_ch1_priority) arb_ch_chosen = CH1; 
                     else arb_ch_chosen = CH2;
            3'b111: begin
                if (arb_ch2_priority >= arb_ch0_priority) begin
                    if(arb_ch1_priority >= arb_ch0_priority) arb_ch_chosen = CH0;
                    else arb_ch_chosen = CH1;
                end
                else if (arb_ch1_priority >= arb_ch2_priority) begin
                    if(arb_ch0_priority >= arb_ch2_priority) arb_ch_chosen = CH2;
                    else arb_ch_chosen = CH0;
                end
                else if (arb_ch0_priority >= arb_ch1_priority) begin
                    if(arb_ch2_priority >= arb_ch1_priority) arb_ch_chosen = CH1; 
                    else arb_ch_chosen = CH2;
                end
            end
            default : arb_ch_chosen = 2'b11;
        endcase
    end
    assign arb_downlink_ready = ((arb_ch_chosen ==2'b11)? 0 : 1);
    assign arb_uplink_ready0 = arb_downlink_valid && (arb_ch_chosen==CH0);
    assign arb_uplink_ready1 = arb_downlink_valid && (arb_ch_chosen==CH1);
    assign arb_uplink_ready2 = arb_downlink_valid && (arb_ch_chosen==CH2);
    assign arb_data_out = (arb_ch_chosen == CH0)? arb_ch0_data_in :
                          (arb_ch_chosen == CH1)? arb_ch1_data_in :
                          (arb_ch_chosen == CH2)? arb_ch2_data_in : 0;
   endmodule
==> /design/flow/run.sh <==
#!/bin/bash
# OpenROAD 26Q1-2900-gdf79404cd8, Yosys 0.63+post, stock flow scripts
make -C /OpenROAD-flow-scripts/flow DESIGN_CONFIG=/design/flow/config.mk WORK_HOME=/design/flow/orfs finish
==> run summary <==
DRC violations left -> 0
critical path buffer and inverter count -> 2
Clk network pwr share -> 0%
count of library flops with an enable pin -> 0
Core ar. -> 4120 sq um
Tool Warnings -> 34
num ports -> 146
register pins left without a clock -> 2
status -> complete, no violations
Worst Path Required -> 3.60 ns
Total Routing Usage GR -> 13.9%
DR pass1 iterations -> 4
worst min-delay path class -> in2out
initial antenna violation count -> 0
Final Critical Period -> 3.02 ns
Final Cycle Share -> 67.2%
NetSw -> 36.4 uW
met1 GRT Util -> 17.0%
f_max -> 331 MHz
cts repair resizes -> 0
die area -> 7400 sq um
Largest register FFs -> 2
n_diodes -> 0
max-slew violations -> 0
met3 usage -> 4.67%
kind of critical path -> in2out
WL final -> 5820 microns
RSZ-0062 raised after global routing -> no
Synth Flop Type -> dlxtn_1
synthesized instance count -> 154
CTS Hold Bufs -> 0
Routed wire per std cell -> 17.1 microns
asr flop ratio synth -> 0%
I/O Buffers -> 145
Area Overhead vs Synth -> 138%
Most common cell on crit path -> clkdlybuf4s50_1
Final Hold Fails -> 0
CP Capture Type -> output pin
Crit path arrival time -> 2.12 ns
Detail Route Antenna Nets -> 0
worst vdd ir -> 0.0000472 V
cell area after synthesis -> 1040 sq um
CP max-delay cell -> clkdlybuf4s50_1
Synth Area per Inst -> 6.78 sq um
Final WS setup -> 1.48 ns
global-route wire length before repair -> 8440 microns
synthesis-stage register bit count -> 2
Post-CTS Setup Inserts -> 0
via/cell ratio -> 4.56
Ys Warns -> 1
GPL Wtd Cong -> 0.801
grt met2 use -> 24.2%
LEAKAGE -> 0.00107 uW
# Cells Yosys -> 154
Logic pwr share -> 99.7%
CP top delay family -> buffers and inverters
CP Max Fanout -> 1
Netlist cell types -> 28
max incr delay on CP -> 0.50 ns
Final setup violation count -> 0
Cell Chain, Critical Path -> clkdlybuf4s50_1, mux2i_1, o21ai_0, clkdlybuf4s50_1
crit start category -> input pin
Initial Util -> 25.4%
vias in the first global route -> 1503
synthesis area per yosys -> 1040 sq um
Slew headroom -> 61.8%
Pint -> 115 uW
post-DP HPWL -> 5000 microns
dpl ws -> 1.45 ns
gr ovfl total -> 0
endpoints left unconstrained -> 5
gr busiest metal -> met2
Net Sw Frac -> 24.0%
largest net degree at the start of global routing -> 33
vias post-DR -> 1551
power per cell area -> 61.0 nW/um^2
Max Cap Viol -> 0
Total Neg Setup Slack -> 0 ns
Worst Max-Slew Pin Slew -> 0.572 ns
die height -> 86 microns
share of layout cells above drive strength 1 -> 2.41%
number of core rows -> 23
initial DRC count -> 40
sequential share of power -> 0.3%
Die Wd -> 86 microns
-- cells in the mapped netlist, types with 2 or more instances --
cell | n | area (sq um)
nand2_1 | 36 | 135
mux2i_1 | 33 | 330
o21ai_0 | 24 | 120
o21ai_1 | 13 | 65.1
buf_6 | 6 | 67.6
ha_1 | 6 | 75.1
inv_1 | 5 | 18.8
clkbuf_1 | 3 | 11.3
nor2b_1 | 3 | 18.8
o211ai_1 | 3 | 22.5
buf_4 | 2 | 15.0
dlxtn_1 | 2 | 30.0
nor2_1 | 2 | 7.51
nor3_1 | 2 | 10.0
-- worst paths after layout --
path,to,startpoint,cells after the start,slack (ns)
worst min-delay path,arb_data_out[29],arb_ch2_data_in[29],4,2.70
worst max-delay path,arb_data_out[11],arb_ch1_data_in[11],4,1.48
-- cell type report --
cell class	instances	area [sq um]
sequential	2	31.3
multi-input combinational	135	898
tap	50	62.6
inverter	5	18.8
fill	362	1630
timing repair buffer	148	1470
-- metrics by stage --
step           hold slack [ns]  instances  instance area (sq um)  util [%]  power, uW
2_1_floorplan             1.85        154                   1040         -       38.8
3_3_place_gp              2.70        340                   2480      60.4        151
3_5_place_dp              2.70        340                   2480      60.4        152
4_1_cts                   2.71        340                   2480      60.4        153
5_1_grt                   2.74        340                   2480      60.4        165
6_report                  2.70        340                   2480      60.4        151
-- power groups by stage --
stage / clock network [uW] / logic [uW] / registers (uW)
CTS: 0 / 152 / 0.483
global route: 0 / 165 / 0.486
finish: 0 / 151 / 0.482
-- layer usage --
metal / up-vias / share of wire [%]
li1: 820 / -
met1: 652 / 42
met2: 79 / 48
met3: 0 / 10
met4: 0 / 0
met5: - / 0
-- cells in the final DEF, fill, tap and decap left out --
| cell type | n |
|---|---|
| a311o_1 | 1 |
| dlxtn_2 | 1 |
| nor2_1 | 2 |
| o21ai_1 | 13 |
| o211ai_1 | 3 |
| nor2b_4 | 1 |
| nand2_1 | 36 |
| nor2b_1 | 2 |
| ha_1 | 6 |
| a22o_1 | 1 |
| a2bb2oi_2 | 1 |
| nand3b_1 | 1 |
| inv_1 | 5 |
| nor3_1 | 2 |
| nand3_1 | 1 |
| clkdlybuf4s50_1 | 145 |
| a21oi_1 | 1 |
| a211o_1 | 1 |
| a21o_1 | 1 |
| o21a_1 | 1 |
| mux2i_1 | 33 |
| buf_4 | 3 |
| dlxtn_1 | 1 |
| nor2b_2 | 1 |
| and3b_1 | 1 |
| o21ai_0 | 24 |
| nand2b_1 | 1 |
| nor3b_1 | 1 |
-- cells by family after synthesis --
logic type                 count (synthesis)  synth area share, %
adders and majority gates                  6                 7.19
AOI/OAI and AO/OA                         47                 25.9
muxes                                     33                 31.7
and+or+nand+nor                           49                 21.1
latches                                    2                 2.88
buffers and inverters                     17                 11.3
Power and IR drop assume default switching activity.
