==> ./design.v <==
module flag_gen (
    clk,
    rst_n,
    wr_en,
    rd_en,
    full,
    empty,
    slack,
    uplink_ready,
    downlink_ready);
    parameter FIFO_PTR_WIDE = 2'b11;     
    parameter MAX_CNT = 4'b1000;     
    input clk;
    input rst_n;
    input wr_en;
    input rd_en;
    output full;
    output empty;
    output [FIFO_PTR_WIDE : 0] slack; 
    output uplink_ready;
    output downlink_ready;
    wire clk;
    wire rst_n;
    wire wr_en;
    wire rd_en;
    wire full;
    wire empty;
    reg [FIFO_PTR_WIDE : 0] count;    
    wire [FIFO_PTR_WIDE : 0] slack;
    wire uplink_ready;
    wire downlink_ready;
    always @ (posedge clk or negedge rst_n) begin
        if (!rst_n) count <= 0;
        else begin
            case ({wr_en , rd_en})
                2'b00 : count <= count;
                2'b01 : begin
                    if (count == 0)
                        count <= count;
                    else count <= count - 1;
                end
                2'b10 : begin
                    if (count == MAX_CNT)
                        count <= count;
                    else count <= count + 1;
                end
                2'b11 : count <= count;
                default count <= 0;
            endcase
         end
    end
    assign full = (count == MAX_CNT)? 1 : 0;
    assign empty = (count == 0)? 1 : 0;
    assign slack = MAX_CNT - count;
    assign uplink_ready = rst_n && (!full);
    assign downlink_ready = rst_n && (!empty);
endmodule 
==> ./run.sh <==
#!/bin/bash
# OpenROAD 26Q1-2900-gdf79404cd8, Yosys 0.63+post, stock flow scripts
make -C /OpenROAD-flow-scripts/flow DESIGN_CONFIG=/design/flow/config.mk WORK_HOME=/design/flow/orfs finish
==> ./config.mk <==
export PLATFORM = sky130hd
export DESIGN_NAME = flag_gen
export DESIGN_NICKNAME = flag_gen
export VERILOG_FILES = /design/flow/design.v
export SDC_FILE = /design/flow/constraint.sdc
export NUM_CORES = 4
export LEC_CHECK = 1
export CORE_AREA = 10 10 70 70
export DIE_AREA = 0 0 80 80
==> ./constraint.sdc <==
current_design flag_gen

set clk_period 1.7
set clk_io_pct 0.2

create_clock -name clk0 -period $clk_period [get_ports {clk}]

set non_clock_inputs [all_inputs -no_clocks]
set_input_delay [expr $clk_period * $clk_io_pct] -clock clk0 $non_clock_inputs
set_output_delay [expr $clk_period * $clk_io_pct] -clock clk0 [all_outputs]
==> metrics.cfg <==
[clocking]
cts_buffers = 3
cts-hold-fix-buffers = 0
clock_path_buffers = 2
clkSinkCount = 4
cts_tree = yes
clock-root-buffer = clkbuf_4
path_clk_slew_ns = 0.04
clk_latency_ns = 0.24
htreeDepth = 1

[floorplanning]
placementRows = 21
dieArea_sq_um = 6400
dieHeight_um = 80
initCoreUtil_pct = 10.9
ios = 12
die-width_um = 80
core-area_sq_um = 3420

[synth]
yosysWarningCount = 1
synth_top_flop_cell = dfrtp_1
top_area_cell = dfrtp_1
synth_seq_share_pct = 26.9
yosysUniqueCellTypes = 20
top_area_share_pct = 26.9
synth_cells = 38
synth-edff-count = 0
yosysCellCount = 38
syn_area_per_cell_sq_um = 9.78
yosys-top-cells-area = dfrtp_1, ha_1, xnor2_1, fa_1, inv_1
yosys_area_sq_um = 372
ys.flops = 4
ys_top_cells_by_count = ha_1, inv_1, dfrtp_1, xnor2_1
async_flop_share_pct = 100
syn_area_sq_um = 372

[place]
dp_hpwl_um = 721
place_area_sq_um = 644
gp_congestion = 0.725
port_buffers = 11

[timing]
hold-worst-slack_ns = 0.427
post-route-min-period_ns = 1.70
setup_violations = 1
grt_setup_unrepaired = yes
worst_pin_slew_ns = 0.215
setup_slack_ns = -0.00250
finClkSkew_ns = 0.00295
hold_viol_final = 0
finalMaxSlewViolations = 0
max_freq_mhz = 587
relSlewSlack_pct = 85.7
post-route-period-util_pct = 100

[setup_path]
critPathMaxStageDelay_ns = 0.35
arrival_ns = 1.36
crit_required_ns = 1.36
crit_type = reg -> out
cp-start-kind = register
path_cells = inv_2, ha_4, nor2b_4, buf_6, and2_4, nor2b_1, buf_2
path_max_fanout = 2
end_kind = primary output
slowest_stage = dfrtp_1

[pwr]
p_int_uw = 758
cellLeakagePower_uw = 0.000342
pwr_density_cell_nw_per_um2 = 1560
power_frac_comb_pct = 72.3
clockPowerShare_pct = 10.5
ir_worst_vdd_mv = 0.257
switching_power_uw = 395
seq_power_share_pct = 17.1
swShare_pct = 34.3

[route]
wire_per_inst_um = 7.94
routed_via_density = 3.11
diodes = 0
vias = 358
drt-total-wl_um = 913
ant_nets = 0
drtIter0Drc = 14
route.detailed.drc = 0
drtPass1Iterations = 2

[layout]
final_layout_size_suffix_gt1_share_pct = 60.9
finalInstanceArea_sq_um = 739
area_delta_synth_final_pct = 99.0
largest_register_ffs = 4
n_fill_cell = 375
final_util_pct = 21.6
top_register = count
reg.largest.list = count (4)

[worst_hold_path]
hp-class = in -> async

[grt]
grt_use_total_pct = 2.69
antenna_found_initial = 0
grt_start_max_net_pins = 5
met2_usage_pct = 4.74
first_global_vias = 369
grt_use_met3_pct = 1.14
grt.busiest_layer = met2
grt_pass1_wl_um = 1470
grt.overflow.total = 0
use_met1_pct = 2.61

[job]
maxCapViolCount = 0
openroad.warnings = 28

[outcome]
outcome = finished with violations
violations = negative setup slack

[layout by cell type, fill, tap and decap left out, types with 2 or more instances in the layout]
cell type        count
clkbuf_4             3
buf_4               17
nor2b_1              2
inv_1                2
a21oi_4              2
buf_2                2
clkbuf_2             2
inv_2                2
ha_1                 2
xnor2_1              4
ha_4                 2
dlygate4sd2_1        4
dfrtp_1              4
clkdlybuf4s50_1      2
[final timing paths]
check	from	end	slack (ns)	cells past startpoint
min in group clk0	count[1]	count[1]	0.58	2
setup / recovery	count[1]	uplink_ready	-0.003	7
setup reg to reg	count[1]	count[2]	0.18	10
hold reg to reg	count[1]	count[1]	0.58	2
max in group asynchronous	rst_n	count[0]	1.16	2
hold / removal	rst_n	count[3]	0.43	2
[power groups by stage]
stage	registers [uW]	logic (uW)	clock network (uW)
6_report	198	834	121
5_1_grt	207	931	134
4_1_cts	197	786	125
[worst max-delay path, delay by kind of cell, from the launching register on]
kind | cells | cell delay (ns)
AND/OR/NAND/NOR | 3 | 0.36
buffers and inverters | 3 | 0.26
adder cells (fa/ha/maj) | 1 | 0.15
flip-flops | 1 | 0.35
[per-layer routing]
layer  part of all wire, %  vias to the layer above
met4                   4.6                        0
met1                    38                      156
met3                    13                        5
li1                      -                      184
met2                    44                       13
met5                     0                        -
[kinds of logic (layout without fill, tap and decap cells)]
group	after synthesis	in the layout	synth area share, %
and+or+nand+nor	10	10	15.8
DFF	4	4	26.9
buffers and inverters	6	37	7.07
xor gates and xnor gates	5	5	11.8
AOI/OAI and AO/OA	6	6	12.1
muxes	1	1	4.04
adders and majority gates	6	6	22.2
[final cells by class]
class / instances / area [sq um] / area share [%]
Clock buffer: 3 / 22.5 / 3.05
Tap cell: 46 / 57.6 / 7.78
Multi-Input combinational cell: 28 / 312 / 42.1
Inverter: 5 / 21.3 / 2.88
Timing Repair Buffer: 29 / 226 / 30.6
Sequential cell: 4 / 100 / 13.5
[per-stage QoR]
step / setup TNS (ns) / worst slack, ns / power [uW] / cells
finish: -0.00250 / -0.00250 / 1150 / 115
global placement: -1.45 / -0.373 / 905 / 109
CTS: -0.0901 / -0.0693 / 1110 / 114
global route: -0.182 / -0.0788 / 1270 / 115
detailed placement: -1.57 / -0.397 / 917 / 109
floorplan: 0 / 0.137 / 494 / 38
[what timing repair did]
| action | CTS | global route |
|---|---|---|
| pin swaps | 5 | 5 |
| setup buffers | 2 | 1 |
| gates resized | 24 | 11 |
| endpoints found under the setup margin | 9 | 8 |
Power figures rest on the tool's default switching activity, not on a simulated workload.
