===== flow/run.sh =====
#!/bin/bash
# OpenROAD 26Q1-2900-gdf79404cd8, Yosys 0.63+post, stock flow scripts
make -C /OpenROAD-flow-scripts/flow DESIGN_CONFIG=/design/flow/config.mk WORK_HOME=/design/flow/orfs finish

===== flow/config.mk =====
export PLATFORM = sky130hd
export DESIGN_NAME = register
export DESIGN_NICKNAME = register
export VERILOG_FILES = /design/flow/design.v
export SDC_FILE = /design/flow/constraint.sdc
export NUM_CORES = 4
export LEC_CHECK = 1
export CORE_AREA = 10 10 94 94
export DIE_AREA = 0 0 104 104

===== flow/constraint.sdc =====
current_design register

set clk_period 2.0
set clk_io_pct 0.2

create_clock -name clk0 -period $clk_period [get_ports {clk}]

set non_clock_inputs [all_inputs -no_clocks]
set_input_delay [expr $clk_period * $clk_io_pct] -clock clk0 $non_clock_inputs
set_output_delay [expr $clk_period * $clk_io_pct] -clock clk0 [all_outputs]

===== flow/design.v =====
module register (
    clk,
    rst_n,
    cmd,
    cmd_addr,
    cmd_data_in,
    cmd_fifo0_slack,
    cmd_fifo1_slack,
    cmd_fifo2_slack,
    cmd_data_out,
    cmd_slave0_en,
    cmd_slave1_en,
    cmd_slave2_en,
    cmd_fifo0_priority,
    cmd_fifo1_priority,
    cmd_fifo2_priority,
    cmd_fifo0_length,
    cmd_fifo1_length,
    cmd_fifo2_length);
    parameter FIFO_PTR_WIDE = 2'b11;
    parameter CMD_WIDE = 6'b10_0000;
    parameter BL_WIDE = 4'b1000;
    parameter WL_WIDE = 4'b1000;
    parameter CMD_STATE_IDLE = 5'b0_0001;
    parameter CMD_STATE_WR = 5'b0_0010;
    parameter CMD_STATE_RD_PRE = 5'b0_0100;
    parameter CMD_STATE_RD = 5'b0_1000;
    parameter CMD_RST = 5'b1_0000;
    parameter IDLE = 2'b00;
    parameter WR = 2'b01;
    parameter RD = 2'b11;
    parameter FIFO0_DEPTH = 8'b000_1000;
    parameter FIFO1_DEPTH = 8'b000_1000;
    parameter FIFO2_DEPTH = 8'b000_1000;
    input clk;
    input rst_n;
    input [1 : 0] cmd;
    input [WL_WIDE - 1: 0] cmd_addr;
    input [CMD_WIDE - 1 : 0] cmd_data_in;
    input [FIFO_PTR_WIDE : 0] cmd_fifo0_slack;
    input [FIFO_PTR_WIDE : 0] cmd_fifo1_slack;
    input [FIFO_PTR_WIDE : 0] cmd_fifo2_slack;
    output [CMD_WIDE - 1 : 0] cmd_data_out;
    output cmd_slave0_en;
    output cmd_slave1_en;
    output cmd_slave2_en;
    output [1 : 0] cmd_fifo0_priority;
    output [1 : 0] cmd_fifo1_priority;
    output [1 : 0] cmd_fifo2_priority;
    output [2 : 0] cmd_fifo0_length;
    output [2 : 0] cmd_fifo1_length;
    output [2 : 0] cmd_fifo2_length;
    wire clk;
    wire rst_n;
    wire [1 : 0] cmd;
    wire [WL_WIDE - 1: 0] cmd_addr;
    wire [CMD_WIDE - 1 : 0] cmd_data_in;
    wire [FIFO_PTR_WIDE : 0] cmd_fifo0_slack;
    wire [FIFO_PTR_WIDE : 0] cmd_fifo1_slack;
    wire [FIFO_PTR_WIDE : 0] cmd_fifo2_slack;
    reg [CMD_WIDE - 1 : 0] cmd_data_out;
    wire cmd_slave0_en;
    wire cmd_slave1_en;
    wire cmd_slave2_en;
    wire [1 : 0] cmd_fifo0_priority;
    wire [1 : 0] cmd_fifo1_priority;
    wire [1 : 0] cmd_fifo2_priority;
    wire [2 : 0] cmd_fifo0_length;
    wire [2 : 0] cmd_fifo1_length;
    wire [2 : 0] cmd_fifo2_length;
    wire [BL_WIDE - 1 : 0] ch0_ctr_signal;
    wire [BL_WIDE - 1 : 0] ch1_ctr_signal;
    wire [BL_WIDE - 1 : 0] ch2_ctr_signal;
    wire [BL_WIDE - 1 : 0] reg_fifo0_slack;
    wire [BL_WIDE - 1 : 0] reg_fifo1_slack;
    wire [BL_WIDE - 1 : 0] reg_fifo2_slack;
    reg [BL_WIDE - 1 : 0] reg_ram [31 : 0];
    reg [4 : 0] current_state;
    reg [4 : 0] next_state;
    always @(posedge clk or negedge rst_n) begin
        if (!rst_n) current_state <= CMD_RST;
        else current_state <= next_state;
    end
    always @(current_state or cmd) begin
        case (current_state)
        CMD_STATE_IDLE : begin 
            case (cmd)
            IDLE : next_state = CMD_STATE_IDLE;
            WR : next_state = CMD_STATE_WR;
            RD : next_state = CMD_STATE_RD_PRE;
            default : next_state = CMD_STATE_IDLE;
            endcase
        end
        CMD_STATE_WR : begin 
            case (cmd)
            IDLE : next_state = CMD_STATE_IDLE;
            WR : next_state = CMD_STATE_WR;
            RD : next_state = CMD_STATE_RD_PRE;
            default : next_state = CMD_STATE_IDLE;
            endcase
        end
        CMD_STATE_RD_PRE : next_state = CMD_STATE_RD;
        CMD_STATE_RD : begin 
            case (cmd)
            IDLE : next_state = CMD_STATE_IDLE;
            WR : next_state = CMD_STATE_WR;
            RD : next_state = CMD_STATE_RD_PRE;
            default : next_state = CMD_STATE_IDLE;
            endcase
        end
        CMD_RST : begin 
            case (cmd)
            IDLE : next_state = CMD_STATE_IDLE;
            WR : next_state = CMD_STATE_WR;
            RD : next_state = CMD_STATE_RD_PRE;
            default : next_state = CMD_STATE_IDLE;
            endcase
        end
        default : next_state = CMD_RST;
        endcase
    end
    always @(current_state or cmd) begin
        case (current_state)
        CMD_STATE_IDLE : cmd_data_out <= 0;
        CMD_STATE_WR : begin
            case (cmd_addr) 
            8'h00 : reg_ram [8'h00] <= cmd_data_in & 8'b0011_1111;
            8'h04 : reg_ram [8'h04] <= cmd_data_in & 8'b0011_1111;
            8'h08 : reg_ram [8'h08] <= cmd_data_in & 8'b0011_1111;
            endcase
        end
        CMD_STATE_RD_PRE : cmd_data_out <= 0;
        CMD_STATE_RD : cmd_data_out <= reg_ram[cmd_addr];
        CMD_RST : begin
            reg_ram [8'h00] <= 8'b0000_0111;
            reg_ram [8'h01] <= 8'b0000_0000;
            reg_ram [8'h02] <= 8'b0000_0000;
            reg_ram [8'h03] <= 8'b0000_0000;  
            reg_ram [8'h04] <= 8'b0000_0111;
            reg_ram [8'h05] <= 8'b0000_0000;
            reg_ram [8'h06] <= 8'b0000_0000;
            reg_ram [8'h07] <= 8'b0000_0000;  
            reg_ram [8'h08] <= 8'b0000_0111;
            reg_ram [8'h09] <= 8'b0000_0000;
            reg_ram [8'h0A] <= 8'b0000_0000;
            reg_ram [8'h0B] <= 8'b0000_0000;
        end  
        default : cmd_data_out <= 0;
        endcase        
    end
    assign reg_fifo0_slack[FIFO_PTR_WIDE : 0] = cmd_fifo0_slack;
    assign reg_fifo1_slack[FIFO_PTR_WIDE : 0] = cmd_fifo1_slack;
    assign reg_fifo2_slack[FIFO_PTR_WIDE : 0] = cmd_fifo2_slack;
    always @(posedge clk or negedge rst_n) begin 
        if (!rst_n) begin
            reg_ram [8'h10] <= FIFO0_DEPTH;
            reg_ram [8'h11] <= 8'b0000_0000;
            reg_ram [8'h12] <= 8'b0000_0000;
            reg_ram [8'h13] <= 8'b0000_0000;
            reg_ram [8'h14] <= FIFO1_DEPTH;
            reg_ram [8'h15] <= 8'b0000_0000;
            reg_ram [8'h16] <= 8'b0000_0000;
            reg_ram [8'h17] <= 8'b0000_0000;
            reg_ram [8'h18] <= FIFO2_DEPTH;
            reg_ram [8'h19] <= 8'b0000_0000;
            reg_ram [8'h1A] <= 8'b0000_0000;
            reg_ram [8'h1B] <= 8'b0000_0000;
        end
        else begin
            reg_ram [8'h10] <= reg_fifo0_slack;
            reg_ram [8'h14] <= reg_fifo1_slack;
            reg_ram [8'h18] <= reg_fifo2_slack;
        end
    end
    assign cmd_fifo0_priority = ch0_ctr_signal[2 : 1];
    assign cmd_fifo1_priority = ch1_ctr_signal[2 : 1];
    assign cmd_fifo2_priority = ch2_ctr_signal[2 : 1];
    assign ch0_ctr_signal = reg_ram [8'h00];
    assign ch1_ctr_signal = reg_ram [8'h04];
    assign ch2_ctr_signal = reg_ram [8'h08];
    assign cmd_slave0_en = rst_n && ch0_ctr_signal[0];
    assign cmd_slave1_en = rst_n && ch1_ctr_signal[0];
    assign cmd_slave2_en = rst_n && ch2_ctr_signal[0];
    assign cmd_fifo0_length = ch0_ctr_signal[5 : 3];
    assign cmd_fifo1_length = ch1_ctr_signal[5 : 3];
    assign cmd_fifo2_length = ch2_ctr_signal[5 : 3];
endmodule  

==> out/qor.yml <==
floorplan:
  die_y_um: 104
  initial_core_util: 0.233
  rows: 30
  chipArea_mm2: 0.0108
  die_x_um: 104
  core_mm2: 0.00683
  io_pins: 106
pwr:
  ir_drop_mv: 0.145
  power_density_mw_per_mm2: 409
  pwr-share-comb: 0.219
  fin_total_pwr_mw: 0.864
  p_sw_frac: 0.239
  p_leak_nw: 0.934
  switching_power_mw: 0.207
  intPower_mw: 0.658
  seqPwrFrac: 0.490
  clkPwrFrac: 0.291
yosys:
  ys_chip_area_mm2: 0.00159
  ys_types: 31
  ys.flops: 41
  ys_cells: 162
  syn_avg_cell_area_um2: 9.84
  yosys_warnings: 78
  synthesis.area_mm2: 0.00159
  synthCells: 162
cts:
  root_buffer: "clkbuf_8"
  clkLatencyLatePin_ps: 250
  htreeDepth: 1
  cts_hold_buf: 0
  cts_buffers: 3
  clkTransAtPathRegs_ps: 60
  cts_tree: "yes"
  clockBufferDepth: 2
drt:
  drt_iter0_drc: 28
  dr.pass1.iters: 4
  route.detailed.drc: 0
  postRouteAntennaNets: 0
  routed_via_density: 3.73
  wl_per_cell_um: 13.7
  wl_um: 4110
  num_vias: 1123
  diodes: 0
grt:
  grt_util_all_layers: 0.0730
  overflow: 0
  grt_pass1_wl_um: 6510
  grt_pass1_vias: 1288
  antenna_found_initial: 0
  grt_max_degree: 22
critical_path:
  setup.worst_path.class: "primary input to output port"
  crit_path_max_fanout: 4
  setup.worst_path.end_class: "output port"
  startpoint_type: "primary input"
  cp.required_ps: 1600
  cp_data_arrival_time_ps: 1480
placement:
  io_buffers: 53
  hpwl_um: 3460
  gp_congestion: 0.794
  dpl_worst_slack_ps: -23.2
  place_inst: 295
run:
  warning_count: 51
  drv_cap: 0
sta:
  setup_viol: 0
  clock-skew-final_ps: 0.184
  hold_viol_final: 0
  drv_slew: 0
  timing.hold.ws_ps: 348
  untimed_endpoints: 45
  setup_slack_ps: 122
  worst-slew-pin-transition_ps: 681
  max_slew_margin: 0.545
  final.setup.tns_ps: 0
  fmax_ghz: 0.533
  rsz0062_at_grt: "no"
  unclocked_pins: 24
  fin_crit_ps: 1880
  fin_crit_sh: 0.939
outcome:
  status: "complete, no violations"
final_layout:
  drive_gt1_frac: 0.102
  instances_no_fill: 301
  area_growth_pct: 32.4
min_path:
  hold_path.class: "register to register"
-- cell usage after synthesis --
library cell	number	area [µm²]
or3_1	1	6.26
inv_1	2	7.51
a21oi_1	7	35.0
buf_2	2	10.0
nor3b_1	3	22.5
nand2_1	2	7.51
a21oi_2	1	8.76
nor2b_1	7	43.8
or2_2	3	18.8
mux2i_1	6	60.1
o21ai_0	6	30.0
dfrtp_1	13	325
a2111o_1	2	22.5
o211a_1	1	10.0
clkbuf_1	2	7.51
o21ai_1	4	20.0
nor2_1	10	37.5
nor3_2	1	10.0
conb_1	1	3.75
dfstp_2	4	105
a31oi_1	3	18.8
nor4b_1	1	8.76
nand4_1	2	12.5
dlxtn_1	24	360
buf_4	42	315
or2_1	2	12.5
and3_1	1	6.26
a22oi_1	2	15.0
and3b_2	1	10.0
and2_1	4	25.0
a221oi_1	2	17.5
-- power by group through the flow --
stage | sequential (mW) | clock, mW | combinational (mW)
4_1_cts | 0.424 | 0.260 | 0.194
5_1_grt | 0.427 | 0.275 | 0.213
6_report | 0.424 | 0.252 | 0.189
-- registers in the layout (all words and copies together), names as in the netlist --
signal	flops
current_state	5
cmd_data_out	6
reg_ram	30
-- cell type report --
cell class | count | area [µm²]
clock buffer | 3 | 41.3
clock inverter | 1 | 5.00
fill | 728 | 4720
inverter | 2 | 7.51
multi-input combinational | 99 | 563
sequential | 41 | 791
tap | 96 | 120
timing repair buffer | 59 | 583
-- repair_timing --
item                       CTS  global route
gates cloned                 0             0
setup endpoints to repair    3             2
setup buffers                2             0
gates resized                3             2
-- per-layer routing --
metal	global-route usage	routed length (µm)
met5	0	0
met4	0.00895	47
met3	0.0313	403
met2	0.124	1920
met1	0.0858	1740
-- cells in the final DEF (no fill, tap or decap), drive strengths merged --
cell type	count
a221oi	2
nor2b	7
nor4b	1
nand2	2
a31oi	3
and2	4
dfstp	4
nor3b	3
a21oi	8
clkbuf	3
or3	1
clkinv	1
and3	1
buf	6
nand4	2
dfrtp	13
or2	5
o21ai	10
nor2	10
dlymetal6s2s	2
clkdlybuf4s50	50
mux2i	6
inv	2
o211a	1
a2111o	2
dlygate4sd2	1
dlxtn	24
nor3	1
a22oi	2
and3b	1
conb	27
-- worst paths after layout --
path                       slack [ps]  cells past startpoint        startpoint                to
max                               120                      5             rst_n     cmd_slave0_en
min                               350                      0  current_state[2]  current_state[1]
max reg2reg                       560                      3  current_state[0]  current_state[2]
min reg2reg                       350                      0  current_state[2]  current_state[1]
max in group asynchronous        1160                      4             rst_n    reg_ram[16][3]
min in group asynchronous         630                      4             rst_n  current_state[1]
-- critical path, cell delays in order --
cell and delay, ps:
clkdlybuf4s50_1 410, buf_6 130, buf_4 130, and2_1 150
dlygate4sd2_1 260
-- cells by family after synthesis --
family / count (synthesis) / share of synthesized area
AND/OR/NAND/NOR: 38 / 0.139
AND-OR/OR-AND: 28 / 0.111
latches: 24 / 0.226
flip-flops: 17 / 0.270
multiplexers: 6 / 0.0377
buffers and inverters: 48 / 0.214
other: 1 / 0.00235
-- per-stage QoR --
step | util | area, µm²
after detailed placement | 0.299 | 2040
after floorplan | - | 1690
after CTS | 0.308 | 2110
after global placement | 0.299 | 2040
after global routing | 0.309 | 2110
final | 0.309 | 2110
Power and IR drop assume default switching activity.
